## ./config.mk

```make
export PLATFORM = sky130hd
export DESIGN_NAME = countryroad_fsm
export DESIGN_NICKNAME = countryroad_fsm
export VERILOG_FILES = /design/flow/design.v
export SDC_FILE = /design/flow/constraint.sdc
export NUM_CORES = 4
export LEC_CHECK = 1
export CORE_AREA = 10 10 70 70
export DIE_AREA = 0 0 80 80
```

## ./constraint.sdc

```tcl
current_design countryroad_fsm

set clk_period 2.1
set clk_io_pct 0.2

create_clock -name clk0 -period $clk_period [get_ports {clk}]

set non_clock_inputs [all_inputs -no_clocks]
set_input_delay [expr $clk_period * $clk_io_pct] -clock clk0 $non_clock_inputs
set_output_delay [expr $clk_period * $clk_io_pct] -clock clk0 [all_outputs]
```

## ./design.v

```verilog
module countryroad_fsm(
    input clk,
    input rst_n,
    input car,  
    input [5:0] green_time,
    input [5:0] yellow_time,
    input enable_n,
    output reg enable_h,
    output reg start_n,
    output[2:0] light_r
);
reg[2:0] CurrentState, NextState;
parameter [2:0] 
    green_r = 3'b100,
    yellow_r = 3'b010,
    red_r = 3'b001;
assign light_r = CurrentState;
always @(posedge clk or negedge rst_n)
begin
    if(!rst_n)
    CurrentState <= red_r;
    else 
    CurrentState <= NextState;
end
always @(NextState, CurrentState,enable_n, green_time, yellow_time,car )
 begin
    NextState = CurrentState;
    start_n =0;
    enable_h =0;
    case(CurrentState)
        green_r: if(car==0 ||green_time == 1) begin
            NextState = yellow_r;
            start_n =1;  
        end
        yellow_r: if(yellow_time == 1) begin
            NextState = red_r;
            enable_h=1; 
        end
        red_r: if(enable_n) begin
            NextState = green_r;
            start_n =1;  
        end 
    endcase
end
endmodule
```

## ./run.sh

```bash
#!/bin/bash
# OpenROAD 26Q1-2900-gdf79404cd8, Yosys 0.63+post, stock flow scripts
make -C /OpenROAD-flow-scripts/flow DESIGN_CONFIG=/design/flow/config.mk WORK_HOME=/design/flow/orfs finish
```

==> git commit body <==
Add synthesis and place-and-route results

- The run finished with clean final reports.
- The library cell used most frequently in the layout, excluding fill and tap cells, is clkdlybuf4s50_1.
* Count of pins on the block boundary: 21
- The worst setup path is launched from a primary input.
* Number of antenna violations at the first check in global routing: 0
* CTS tree: yes
- Total leakage power: 0.235 nW
- At the pin with the least slew margin, the transition time is 348 ps.
- For this run the aggregate overflow at the end of global routing stands at 0.
- Clock-pin slew of the registers on the worst-case setup and hold paths: 40 ps
- The report counts max-capacitance violations totalling 0.
- Overall routing resource usage recorded by global route was 3.45%.
- Register-to-Register Setup Slack: 860 ps
- Checking max transition, the worst relative margin is 76.5%.
- The final timing report lists a max-slew violation count of 0.
* Worst Clk Skew: 2.97 ps
* Total detailed-routing wirelength: 1090 um
* Post-synthesis chip area from yosys: 215 sq um
- The cell family contributing the most delay on the critical path is simple AND/OR/NAND/NOR gates.
- Number of core rows: 21
* Post-Synthesis Cell Area: 215 sq um
* Number of warning messages in the logs: 25
* Largest registers: CurrentState x3
- Placed instance area: 503 sq um
- Die height: 80 um
- Cells fill 16.7% of the core in the end.
- CTS Root Buffer Type: clkbuf_4
- Per-cell routed wire length: 10.9 um
- Global-route wire length before repair: 1720 um
- The capture point of the worst register-to-register path is recorded as CurrentState[1]$_DFFE_PN0P_.
- Synth Register Bits: 3
* Count of placed standard cells in the final layout, fillers left out: 100
- Number of remaining DRC errors: 0
* Antenna Nets Post-Route: 0
- Worst setup path category: in2out
- Including well taps, the total number of placed cells is 93.
* # fillers: 401
- The longest clock path from root to sink contains 2 buffers.
* Insertion Delay late pin: 230 ps
- Number of H-tree levels: 1
- Die Area: 6400 sq um
- STA shows the worst reg2reg path with a cell count of 5.
- Die X: 80 um
* Ratio of total power to cell area: 349 nW/um^2
- Area growth from synthesis to layout: 166%
* Reg-to-Reg Start: CurrentState[2]$_DFFE_PN0P_
- After synthesis, the design contains 23 cells according to Yosys.
- STA lists the maximum fanout along the critical path as 2.
- The final weighted congestion recorded by global placement is 0.781.
- On the worst path, the slowest cell contributes a delay of 550 ps.
- Via density per instance: 3.07
* Vias in the first global route: 339
* Worst Setup End Kind: output port
* Data required time at the worst endpoint: 1680 ps
- Portion of the clock cycle consumed by the worst path in the final layout: 96.4%
- Arrival time at the worst endpoint: 1600 ps
- Highest attainable clock frequency: 0.494 GHz
- Summing the sequential cell areas from Yosys gives 35.5% of the chip area.
- Setup repair after global routing left no endpoint under its margin.
* Maximum number of pins on one net before global-route repair: 9
- Most flop-heavy register: CurrentState
- Per the final timing report, the hold violations number 0.
- Count of input and output buffers: 20
- CTS saw 3 sinks.
* Fraction of final layout cells sized beyond drive strength 1: 29.6%
- Worst voltage drop across the vdd grid: 0.0828 mV
- The pre-antenna-repair detailed-routing pass consisted of 2 iterations.
* Number of warnings printed during yosys synthesis: 1
- Final-layout setup total negative slack: 0 ps
* Total CTS buffers: 3
- Worst Hold Class: in2async
- The detailed router finished its first iteration with 4 violations.
* Area of the core: 3420 sq um
- Synthesis produced 23 cells.
* Final count of negative-setup-slack endpoints: 0
- Vias after detailed routing: 307
* Average size of a mapped cell: 9.36 sq um
- Cell at the slowest stage of the critical path: or4_4
- Most frequent cells in the layout: clkdlybuf4s50_1, buf_4, clkbuf_4, dlymetal6s2s_1
- After clock tree synthesis, the flow added hold-fix buffers numbering 0.
- After layout, the minimum clock period comes to 2020 ps.
- Cell chain of the critical path: clkdlybuf4s15_1 > or4_4 > nor4_4 > and2_1 > buf_2
* Bufs and invs on worst path: 2
* Design area: 572 sq um
- For this run, the script counts the antenna cells in the layout as 0.
- Synth unique cells: 17
- For this configuration, the core starts out at a cell density of 6.30%.
* Max FFs per register: 3
worst max path at each step:
| stage | slack, ps | endpoint | start | depth (start not counted) |
|---|---|---|---|---|
| 6_report | 80 | enable_h | yellow_time[4] | 5 |
| 4_1_cts | 20 | enable_h | yellow_time[3] | 5 |
| 5_1_grt | 10 | start_n | green_time[1] | 5 |
worst register-to-register path, delay by kind of cell (launching register included):
family | cells | cell delay (ps)
flops | 1 | 440
simple gates | 1 | 110
compound gates | 1 | 150
buf+inv | 3 | 460
synth_stat cells:
master	count	area, sq um
nor4b_1	1	8.76
or4_4	1	11.3
nor2_1	1	3.75
dfrtp_1	2	50.1
nand2_1	2	7.51
nand4b_1	1	8.76
or3b_1	1	8.76
o41ai_1	1	8.76
inv_1	1	3.75
nor4_2	1	12.5
nand2b_1	2	12.5
and2_1	1	6.26
a31o_1	1	8.76
a31oi_1	2	12.5
dfstp_2	1	26.3
o21ai_0	2	10.0
nand3b_1	2	15.0
metal layers:
metal	GRT usage, %	vias up	routed length [um]
li1	-	152	-
met2	3.93	20	350
met3	3.07	0	179
met4	0.704	0	0
met5	0	-	0
met1	4.59	135	564
cells by family (layout without fill, tap and decap cells):
group / count (synthesis) / after routing / share of synthesized area (%)
AOI/OAI and AO/OA: 6 / 6 / 18.6
buffers and inverters: 1 / 32 / 1.74
DFF: 3 / 3 / 35.5
and+or+nand+nor: 13 / 13 / 44.2
metrics by stage:
stage	hold slack (ps)	setup WS (ps)	total power [W]
floorplan	124	381	0.0000643
global placement	520	-534	0.0000958
detailed placement	521	-582	0.0000966
CTS	364	15.2	0.000203
global route	369	11.3	0.000210
finish	369	75.1	0.000200
timing repair:
item / 4_1_cts / 5_1_grt
setup buffers: 3 / 0
pin swaps: 6 / 5
resized: 10 / 8
setup endpoints to repair: 2 / 2
cloned: 0 / 0
hold endpoints to repair: 0 / 0
where the power goes:
| group | switching [W] | leakage (nW) | internal [W] |
|---|---|---|---|
| Sequential | 0.000000489 | 0.0278 | 0.0000586 |
| Combinational | 0.0000108 | 0.192 | 0.0000281 |
| Clock | 0.0000306 | 0.0150 | 0.0000713 |
layout make-up:
| cell class | count | area [sq um] | area share [%] |
|---|---|---|---|
| tap | 46 | 57.6 | 10.1 |
| inverter | 1 | 3.75 | 0.656 |
| clock buffer | 4 | 26.3 | 4.60 |
| timing repair buffer | 27 | 249 | 43.5 |
| sequential | 3 | 76.3 | 13.3 |
| multi-input combinational | 19 | 159 | 27.8 |
Power figures rest on the tool's default switching activity, not on a simulated workload.
