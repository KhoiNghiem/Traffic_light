[./design.v]
module highway_fsm(
    input clk, 
    input rst_n,
    input car,
    input [5:0] green_time,
    input [5:0] yellow_time,
    input enable_h,
    output reg enable_n,
    output reg start_h,
    output[2:0] light_h
);
reg[2:0] CurrentState,NextState;
parameter [2:0] 
    green_h = 3'b100,
    yellow_h = 3'b010,
    red_h = 3'b001;
assign light_h = CurrentState;
always @(posedge clk or negedge rst_n)
begin
    if(!rst_n)
    CurrentState <= green_h;
    else 
    CurrentState <= NextState;
end
always @(NextState, CurrentState,enable_h, green_time, yellow_time,car )
 begin
    NextState = CurrentState;
    start_h =0;
    enable_n =0;
    case(CurrentState)
        green_h: if(car == 1 && green_time == 1) begin
            NextState = yellow_h;
            start_h =1;
        end
        yellow_h: if(yellow_time == 1) begin
            NextState = red_h;
            enable_n=1;
        end
        red_h: if(enable_h) begin
            NextState = green_h;
            start_h =1;
        end 
    endcase
end
endmodule
[./run.sh]
#!/bin/bash
# OpenROAD 26Q1-2900-gdf79404cd8, Yosys 0.63+post, stock flow scripts
make -C /OpenROAD-flow-scripts/flow DESIGN_CONFIG=/design/flow/config.mk WORK_HOME=/design/flow/orfs finish
[./config.mk]
export PLATFORM = sky130hd
export DESIGN_NAME = highway_fsm
export DESIGN_NICKNAME = highway_fsm
export VERILOG_FILES = /design/flow/design.v
export SDC_FILE = /design/flow/constraint.sdc
export NUM_CORES = 4
export LEC_CHECK = 1
export CORE_AREA = 10 10 70 70
export DIE_AREA = 0 0 80 80
[./constraint.sdc]
current_design highway_fsm

set clk_period 2.0
set clk_io_pct 0.2

create_clock -name clk0 -period $clk_period [get_ports {clk}]

set non_clock_inputs [all_inputs -no_clocks]
set_input_delay [expr $clk_period * $clk_io_pct] -clock clk0 $non_clock_inputs
set_output_delay [expr $clk_period * $clk_io_pct] -clock clk0 [all_outputs]
==> impl_metrics.ini <==
; synthesis and place-and-route metrics
[synth]
ys_cells = 22
top_area_share_pct = 22.7
dominantRegCellSynth = dfrtp_1
largest_area_cell = dfrtp_1
synthAoiAreaFrac_pct = 22.7
ys.flops = 3
synth-area-yosys_um2 = 220
async_reset_ff_share_pct = 100
yosys.area_share.xor_xnor_pct = 0
edf_count = 0
mux_share_pct = 0
synth.logic.top_family = simple AND/OR/NAND/NOR gates
simple_gate_share_pct = 39.2
yosysUniqueCellTypes = 18
syn_inst = 22
ys_warn_count = 1
yosys-top-cells-area = dfrtp_1 23%, dfstp_2 12%, o41ai_2 7.4%, or4b_4 6.3%, nand2b_1 5.7%
synth.avg_cell_area_um2 = 10.0
syn-cell-area_um2 = 220
ys_seq_share_pct = 34.7
adder_share_pct = 0

[floorplanning]
io_pins = 21
die_y_um = 80
die_w_um = 80
fp_util_pct = 6.45
row_count = 21
coreArea_um2 = 3420
die_area_um2 = 6400

[detailed_routing]
vias = 297
wl_met2_um = 284
wire_per_inst_um = 9.50
drtPass1Iterations = 2
drc_errors = 0
highest_layer = met4
wl_met3_um = 146
route.antenna.remaining_nets = 0
drt_wl_total_um = 950
viasPerCell = 2.97
drt_iter0_drc = 3
met1_length_um = 490
diodes = 0

[cts]
cts_made_buffers = 3
cts_buffer_depth = 2
clk_latency_ns = 0.23
htreeDepth = 1
path_clk_slew_ns = 0.04
cts_num_sinks = 3
cts_tree = yes
clockRootBuffer = clkbuf_4

[timing]
hold_viol = 0
whs_ns = 0.349
max_freq_mhz = 511
setup_viol = 0
slew_viol_final = 0
worst_pin_slew_ns = 0.275
period_used_pct = 97.9
rsz0062_at_grt = false
slew_headroom_pct = 81.7
finClkSkew_ns = 0.000149
min_period_ns = 1.96

[power_and_ir_drop]
leakage_nw = 0.227
finalPower_mw = 0.381
power.density_nw_per_um2 = 682
max-vdd-ir-drop_v = 0.000143

[finish]
drive_gt1_share_pct = 44.4
syn2layout_area_growth_pct = 154
nFillCells = 395
top_regs = CurrentState (3)
comb_area_um2 = 155
largest_reg_flops = 3
flop_area_um2 = 76.3
regMostFlops = CurrentState

[setup_path]
arrival_ns = 1.56
ff2ff_path_depth = 3
required_ns = 1.60
cp-end-kind = output port
reg2reg_slack_ns = 0.79
reg2reg_to = CurrentState[1]
start_kind = input port
cp_max_fo = 2
r2r-start = CurrentState[2]
path_class = input port to output port

[worst_hold_path]
hold_path_class = input port to async pin

[placement]
place_hpwl_um = 794
io_buffers = 20
globalplace.congestion = 0.821

[job]
max_cap_viol_count = 0
tool_warnings = 25

[global_routing]
grtUsageTotal_pct = 3.10
antenna_found_initial = 0
grt_max_degree = 8
grt_overflow = 0
grt_pass1_wl_mm = 1.59
grt_pass1_vias = 333

[outcome]
outcome = finished clean
[cell usage in the layout, fill, tap and decap left out]
master and count:
a31oi_1 1, and2_1 1, buf_6 1, buf_4 8, or3b_4 1, nor2_4 1
a21oi_1 1, nor2b_1 1, or4b_4 1, dlygate4sd2_1 4, nor4_4 1, or4_4 1
dfstp_2 1, clkdlybuf4s15_1 1, clkbuf_4 3, clkbuf_2 3, clkdlybuf4s50_1 10, buf_2 1
nor3b_1 1, nor2_1 1, o21ai_0 1, a31o_2 1, o41ai_2 1, inv_1 2
nand2b_1 2, dfrtp_1 2, clkbuf_1 1, o41ai_1 1
[worst max-delay path: stages]
cell	delay, ns
clkdlybuf4s50_1	0.44
or3b_4	0.39
nor2_4	0.09
a31o_2	0.15
buf_6	0.08
[Yosys cell counts (2+ instances only)]
master    count
dfrtp_1       2
inv_1         2
nand2b_1      2
nor2_1        2
[metal layers]
metal,vias to the layer above,GRT usage (%)
li1,149,-
met1,126,4.06
met2,20,3.69
met3,2,2.27
met4,0,1.23
met5,-,0
[cell families after synthesis]
group / count (synthesis)
simple gates: 11
compound gates: 6
flops: 3
buf+inv: 2
[where the power goes]
group	leakage (nW)	switching, mW	internal, mW
Sequential	0.0354	0.0457	0.0911
Clock	0.0150	0.0293	0.0746
Combinational	0.176	0.0470	0.0935
Total	0.227	0.122	0.259
[through the flow]
stage                     TNS (ns)  setup slack, ns  area, µm²  instances  utilization, %
final                            0           0.0414        559        100            16.4
after global routing             0          0.00920        559        100            16.4
after CTS                        0           0.0173        563        100            16.5
after detailed placement     -1.17           -0.631        515         93            15.1
after global placement       -1.12           -0.595        515         93            15.1
after floorplan                  0            0.321        220         22               -
[how the worst max path moves through the flow]
stage,startpoint,to,slack (ns)
4_1_cts,green_time[0],start_h,0.02
5_1_grt,green_time[0],start_h,0.009
6_report,green_time[0],start_h,0.04
[what timing repair did]
item                                    CTS  global route
pin swaps                                 6             4
hold buffers                              0             0
endpoints found under the setup margin    2             2
resized                                  18             8
setup buffers                             3             0
[cell type report]
cell class	instances	share of cell area, %
timing repair buffer	28	42.3
multi-input combinational	17	27.7
sequential	3	13.6
tap	46	10.3
clock buffer	4	4.70
inverter	2	1.34
Power figures rest on the tool's default switching activity, not on a simulated workload.
